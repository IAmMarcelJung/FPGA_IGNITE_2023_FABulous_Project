<file path="run.sh">
#!/bin/bash
# OpenROAD 26Q1-2900-gdf79404cd8, Yosys 0.63+post, stock flow scripts
make -C /OpenROAD-flow-scripts/flow DESIGN_CONFIG=/design/flow/config.mk WORK_HOME=/design/flow/orfs finish
</file>
<file path="config.mk">
export PLATFORM = sky130hd
export DESIGN_NAME = MULADD
export DESIGN_NICKNAME = MULADD
export VERILOG_FILES = /design/flow/design.v
export SDC_FILE = /design/flow/constraint.sdc
export NUM_CORES = 4
export LEC_CHECK = 1
export CORE_UTILIZATION = 30
</file>
<file path="constraint.sdc">
current_design MULADD

set clk_period 15.4
set clk_io_pct 0.2

create_clock -name clk0 -period $clk_period [get_ports {UserCLK}]

set non_clock_inputs [all_inputs -no_clocks]
set_input_delay [expr $clk_period * $clk_io_pct] -clock clk0 $non_clock_inputs
set_output_delay [expr $clk_period * $clk_io_pct] -clock clk0 [all_outputs]
</file>
<file path="design.v">
(* FABulous, BelMap,
A_reg=0,
B_reg=1,
C_reg=2,
ACC=3,
signExtension=4,
ACCout=5
*)
module MULADD (A7, A6, A5, A4, A3, A2, A1, A0, B7, B6, B5, B4, B3, B2, B1, B0, C19, C18, C17, C16, C15, C14, C13, C12, C11, C10, C9, C8, C7, C6, C5, C4, C3, C2, C1, C0, Q19, Q18, Q17, Q16, Q15, Q14, Q13, Q12, Q11, Q10, Q9, Q8, Q7, Q6, Q5, Q4, Q3, Q2, Q1, Q0, clr, UserCLK, ConfigBits);
	parameter NoConfigBits = 6; 
	input A7; 
	input A6;
	input A5;
	input A4;
	input A3;
	input A2;
	input A1;
	input A0;
	input B7; 
	input B6;
	input B5;
	input B4;
	input B3;
	input B2;
	input B1;
	input B0;
	input C19; 
	input C18;
	input C17;
	input C16;
	input C15;
	input C14;
	input C13;
	input C12;
	input C11;
	input C10;
	input C9;
	input C8;
	input C7;
	input C6;
	input C5;
	input C4;
	input C3;
	input C2;
	input C1;
	input C0;
	output Q19; 
	output Q18;
	output Q17;
	output Q16;
	output Q15;
	output Q14;
	output Q13;
	output Q12;
	output Q11;
	output Q10;
	output Q9;
	output Q8;
	output Q7;
	output Q6;
	output Q5;
	output Q4;
	output Q3;
	output Q2;
	output Q1;
	output Q0;
	input clr;
	(* FABulous, EXTERNAL, SHARED_PORT *) input UserCLK;  
	(* FABulous, GLOBAL *) input [NoConfigBits-1:0] ConfigBits;
	wire [7:0] A;		 
	wire [7:0] B;		 
	wire [19:0] C;		 
	reg [7:0] A_reg;		 
	reg [7:0] B_reg;		 
	reg [19:0] C_reg;		 
	wire [7:0] OPA;		 
	wire [7:0] OPB;		 
	wire [19:0] OPC;		 
	reg [19:0] ACC ;		 
	wire [19:0] sum; 
	wire [19:0] sum_in; 
	wire [15:0] product;
	wire [19:0] product_extended;
	assign A = {A7,A6,A5,A4,A3,A2,A1,A0};
	assign B = {B7,B6,B5,B4,B3,B2,B1,B0};
	assign C = {C19,C18,C17,C16,C15,C14,C13,C12,C11,C10,C9,C8,C7,C6,C5,C4,C3,C2,C1,C0};
	assign OPA = ConfigBits[0] ? A_reg : A;
	assign OPB = ConfigBits[1] ? B_reg : B;
	assign OPC = ConfigBits[2] ? C_reg : C;
	assign sum_in = ConfigBits[3] ? ACC : OPC; 
	assign product = OPA * OPB;
	assign product_extended = ConfigBits[4] ? {product[15],product[15],product[15],product[15],product} : {4'b0000,product};
	assign sum = product_extended + sum_in;
	assign Q19	= ConfigBits[5] ? ACC[19] : sum[19];
	assign Q18	= ConfigBits[5] ? ACC[18] : sum[18];
	assign Q17	= ConfigBits[5] ? ACC[17] : sum[17];
	assign Q16	= ConfigBits[5] ? ACC[16] : sum[16];
	assign Q15	= ConfigBits[5] ? ACC[15] : sum[15];
	assign Q14	= ConfigBits[5] ? ACC[14] : sum[14];
	assign Q13	= ConfigBits[5] ? ACC[13] : sum[13];
	assign Q12	= ConfigBits[5] ? ACC[12] : sum[12];
	assign Q11	= ConfigBits[5] ? ACC[11] : sum[11];
	assign Q10	= ConfigBits[5] ? ACC[10] : sum[10];
	assign Q9	= ConfigBits[5] ? ACC[9] : sum[9];
	assign Q8	= ConfigBits[5] ? ACC[8] : sum[8];
	assign Q7	= ConfigBits[5] ? ACC[7] : sum[7];
	assign Q6	= ConfigBits[5] ? ACC[6] : sum[6];
	assign Q5	= ConfigBits[5] ? ACC[5] : sum[5];
	assign Q4	= ConfigBits[5] ? ACC[4] : sum[4];
	assign Q3	= ConfigBits[5] ? ACC[3] : sum[3];
	assign Q2	= ConfigBits[5] ? ACC[2] : sum[2];
	assign Q1	= ConfigBits[5] ? ACC[1] : sum[1];
	assign Q0	= ConfigBits[5] ? ACC[0] : sum[0];
	always @ (posedge UserCLK)
	begin
		A_reg <= A;
		B_reg <= B;
		C_reg <= C;
		if (clr == 1'b1) begin
			ACC <= 20'b00000000000000000000;
		end else begin
			ACC <= sum;
		end
	end
endmodule
</file>
==> summary.txt <==
Implementation numbers.

- The run finished with clean final reports.
- The layout has 1,546 filler cells.
- The fraction of power spent switching nets reads 0.453.
- The sum of overflow across all layers after global routing reads 0.
- The setup TNS after final layout is 0 ns.
- The biggest cell delay along the critical path is 0.76 ns.
- The final core utilization is 0.371.
- The required time of the critical path reads 12.32 ns.
- The critical setup path kind is input port to output port.
- The number of max-capacitance violations reported is 0.
- The number of cells on the worst reg-to-reg path reads 24.
- The clock network fraction of total power reads 0.090.
- The total of warnings raised by yosys reads 1.
- The sequential cell area fraction in the yosys report reads 0.231.
- Broken down by cell family, the worst path's largest delay share belongs to adder cells.
- The critical path data arrival time reads 10.57 ns.
- The post-detailed-route via-to-cell ratio reads 4.64.
- The number of buffers between clock root and the deepest sink is 2.
- The post-route fraction of the period consumed by the critical path reads 0.886.
- The TritonCTS buffer count reads 5.
- Dividing the detail-routed wire length by the instance count gives 12.4 um.
- Detailed placement ended at an HPWL of 8450 um.
- The number of enable flip-flop cells is 0.
- The final number of setup-violating endpoints reads 0.
- The worst reg2reg path endpoint is ACC[19].
- The path type of the worst min-delay path reads flip-flop to flip-flop.
- The highest supply drop recorded on VDD is 0.000172 V.
- The source-to-sink clock delay at the later pin of the worst-skew pair reads 0.30 ns.
- The pre-antenna-repair detailed-routing pass consisted of 4 iterations.
- Per the OpenROAD floorplan log, the area of the die is 16,700 um^2.
- Yosys instantiated no cell more often than sky130_fd_sc_hd__nor2_1.
- The internal reg-to-reg setup slack reads 8.81 ns.
- The total inserted antenna cells is 0.
- The number of core rows is 46.
- The clock net sink count reads 56.
- The die is 129 um tall.
- The weighted congestion at the end of routability-driven global placement is 0.876.
- The script extracted a net switching power of 0.591 mW.
- The main area contributors are sky130_fd_sc_hd__dfxtp_1, sky130_fd_sc_hd__fa_1, sky130_fd_sc_hd__ha_1.
- Per the timing report, the biggest fanout along the worst path comes to 8.
- The post-cts repair resize count reads 0.
- Of the total power, registers draw 0.141.
- Of the total power, combinational logic draws 0.769.
- The commonest cells after synthesis are sky130_fd_sc_hd__nor2_1, sky130_fd_sc_hd__dfxtp_1, sky130_fd_sc_hd__ha_1, sky130_fd_sc_hd__inv_1, sky130_fd_sc_hd__nand2_1.
- The final instance area reads 5870 um^2.
- The fraction of layout instances using a drive strength above 1 is 0.0551.
- The power density of the placed cells is 222 nW/um^2.
- The critical path's most frequent cell reads sky130_fd_sc_hd__a21oi_1.
- The CTS clock-pin slew for the worst setup and hold paths reads 0.08 ns.
- Per the synth log, the flip-flop and latch total comes to 56.
- After layout, the minimum clock period comes to 13.65 ns.
- Hold timing on the final database bottoms out at a slack of 0.769 ns.
- The total global-route track usage reads 0.136.
- The number of warnings in the stage logs reads 25.
- The number of antenna violations at the first check in global routing reads 0.
- The relative slew slack reads 0.428.
- The clock tree from TritonCTS reads built.
- The script parses the final routing iteration and logs DRC violations as 0.
- The synthesized area per cell is 8.71 um^2.
- The wire length of the first global-routing pass is 17,700 um.
- The biggest area consumer among synthesized cells is sky130_fd_sc_hd__dfxtp_1.
- Looking at the cell usage after synthesis, the top flip-flop cell is sky130_fd_sc_hd__dfxtp_1.
- The horizontal die dimension is 129 um.
- The count of port buffers added during placement reads 63.
- The element type at the critical path end reads an output port.
- The number of placed I/O pins reads 64.
- The kind of start point of the critical path is an input port.
- The worst reg2reg path startpoint is A_reg[1].
- The worst min-delay path endpoint reads ACC[0].
- Based on the critical path, the design can be clocked at up to 73.3 MHz.
- After synthesis, the design contains 557 cells according to Yosys.
- The final wirelength reads 10,300 um.
- The number of instances in the synthesized netlist is 557.
- Internal power comes to 0.713 mW.
- The pin slew with the least headroom to its limit is 0.856 ns.
- The core footprint is 15,800 um^2.
- The setup skew after layout reads 0.00656 ns.
- Setup repair after global routing left no endpoint under its margin.
- The share of synthesized registers carrying an async set or reset is 0.
- The placed cell area reads 5720 um^2.
- In the synthesis report, Yosys lists the chip area as 4850 um^2.
- The cell area after synthesis reads 4850 um^2.
- The area growth from synthesis to layout is 20.9%.
- The maximum number of pins on one net before global-route repair reads 41.
- The number of global-route vias before repair came to 3,761.
- The effective utilization at floorplan is 0.307.
- The count of buffer and inverter cells on the critical path is 4.
- The detail route stage leaves a number of antenna-violating nets equal to 0.
- The proportion of netlist area held by the largest area contributor reads 0.231.
- The number of post-CTS setup repair buffers reads 0.
- The cell with the largest stage delay on the worst path reads sky130_fd_sc_hd__clkdlybuf4s50_1.
- The final tally of hold violations is 0.
- The power report puts the leakage power at 2.74 nW.
- The count of vias placed by the detailed router reads 3,868.
- The DRC marker count from the first detailed-route iteration is 155.
- The netlist uses 51 different library cells.
- The number of levels the H-tree was split into is 2.
- The worst hold path cell count is 4.
- For reference, the final report shows the max-slew violation count at 0.
- The hold path startpoint reads ACC[0].
- Buffers inserted to repair hold after CTS numbered 0.
- The tree is rooted in a sky130_fd_sc_hd__clkbuf_16.
==> layer usage <==
layer	global-route usage	wire length, um	vias up
met5	0	0	-
met4	0.0201	176	0
met3	0.0185	376	11
met2	0.216	4780	53
met1	0.204	5000	1823
li1	-	-	1981
==> stage by stage <==
step,instances,setup WS (ns),power (mW)
floorplan,557,3.31,0.884
global placement,825,1.85,1.18
detailed placement,825,1.73,1.18
CTS,833,1.72,1.32
global route,833,1.17,1.46
finish,833,1.75,1.30
==> layout make-up <==
class                   count  area, um^2  area share
flip-flops and latches     56        1120       0.191
well taps                 216         270      0.0461
clock buffers               6         129      0.0220
repair buffers             66         653       0.111
multi-input cells         431        3460       0.590
clock inverters             2        13.8     0.00235
inverters                  56         215      0.0367
==> placed cells by master, fill, tap and decap left out, types with 9 or more instances in the layout <==
cell,count
sky130_fd_sc_hd__a21o_1,9
sky130_fd_sc_hd__a21oi_1,26
sky130_fd_sc_hd__clkdlybuf4s50_1,63
sky130_fd_sc_hd__dfxtp_1,56
sky130_fd_sc_hd__fa_1,37
sky130_fd_sc_hd__ha_1,55
sky130_fd_sc_hd__inv_1,55
sky130_fd_sc_hd__mux2i_1,36
sky130_fd_sc_hd__nand2_1,44
sky130_fd_sc_hd__nor2_1,87
sky130_fd_sc_hd__o21ai_0,33
sky130_fd_sc_hd__or2_2,12
sky130_fd_sc_hd__xnor2_1,13
sky130_fd_sc_hd__xor2_1,16
==> logic make-up (layout without fill, tap and decap cells) <==
family	after synthesis	after routing	share of synthesized area
buffers and inverters	70	130	0.0554
flip-flops	56	56	0.231
AND-OR/OR-AND	102	102	0.130
multiplexers	40	40	0.0835
adder cells (fa/ha/maj)	92	92	0.294
AND/OR/NAND/NOR	167	167	0.150
XOR/XNOR	30	30	0.0557
==> power groups by stage <==
stage	Sequential, mW	Clock (mW)	Combinational, mW
4_1_cts	0.184	0.122	1.01
5_1_grt	0.187	0.128	1.14
6_report	0.184	0.117	1.00
==> tightest hold or removal path, stage by stage, from the launching register on <==
cell and delay, ns:
sky130_fd_sc_hd__dfxtp_1 0.33, sky130_fd_sc_hd__nand2_1 0.05, sky130_fd_sc_hd__o21ai_0 0.08, sky130_fd_sc_hd__ha_1 0.16
sky130_fd_sc_hd__nor2b_1 0.11
==> worst max-delay path by stage <==
| stage | end | slack, ns | cells past startpoint | start |
|---|---|---|---|---|
| global route | Q19 | 1.17 | 26 | ConfigBits[0] |
| finish | Q19 | 1.75 | 26 | ConfigBits[0] |
| CTS | Q19 | 1.72 | 26 | ConfigBits[0] |
Power and IR drop assume default switching activity.
