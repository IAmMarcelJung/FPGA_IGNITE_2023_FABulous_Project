`flow/constraint.sdc`:
```
current_design Frame_Data_Reg

set clk_period 2.9
set clk_io_pct 0.2

create_clock -name clk0 -period $clk_period [get_ports {CLK}]

set non_clock_inputs [all_inputs -no_clocks]
set_input_delay [expr $clk_period * $clk_io_pct] -clock clk0 $non_clock_inputs
set_output_delay [expr $clk_period * $clk_io_pct] -clock clk0 [all_outputs]
```
`flow/run.sh`:
```
#!/bin/bash
# OpenROAD 26Q1-2900-gdf79404cd8, Yosys 0.63+post, stock flow scripts
make -C /OpenROAD-flow-scripts/flow DESIGN_CONFIG=/design/flow/config.mk WORK_HOME=/design/flow/orfs finish
```
`flow/config.mk`:
```
export PLATFORM = sky130hd
export DESIGN_NAME = Frame_Data_Reg
export DESIGN_NICKNAME = Frame_Data_Reg
export VERILOG_FILES = /design/flow/design.v
export SDC_FILE = /design/flow/constraint.sdc
export NUM_CORES = 4
export LEC_CHECK = 1
export CORE_AREA = 10 10 94 94
export DIE_AREA = 0 0 104 104
```
`flow/design.v`:
```
module Frame_Data_Reg (FrameData_I, FrameData_O, RowSelect, CLK);
	parameter FrameBitsPerRow = 32;
	parameter RowSelectWidth = 5;
	parameter Row = 1;
	input [FrameBitsPerRow-1:0] FrameData_I;
	output reg [FrameBitsPerRow-1:0] FrameData_O;
	input [RowSelectWidth-1:0] RowSelect;
	input CLK;
	always @ (posedge CLK) begin
		if (RowSelect==Row)
			FrameData_O <= FrameData_I;
	end 
endmodule
```
==> impl_results.html <==
<!-- implementation run metrics -->
<table>
<tr><th>Metric</th><th>Value</th></tr>
<tr><th colspan="2">Die</th></tr>
<tr><td>Core utilization at floorplan</td><td>0.1434</td></tr>
<tr><td>Total I/O pin count</td><td>approximately 70</td></tr>
<tr><td>Area of the core</td><td>around 6800 µm²</td></tr>
<tr><td>Area enclosed by the die boundary</td><td>10820 µm²</td></tr>
<tr><td>Die x size</td><td>between 100 and 150 µm</td></tr>
<tr><td>Die Ht</td><td>around 100 µm</td></tr>
<tr><td>Rows</td><td>30</td></tr>
<tr><th colspan="2">Setup path</th></tr>
<tr><td>Critical path capture point type</td><td>register</td></tr>
<tr><td>Nature of the critical path startpoint</td><td>primary input</td></tr>
<tr><td>Classification of the worst setup path</td><td>in -&gt; reg</td></tr>
<tr><td>Crit path required time</td><td>roughly 2.8 ns</td></tr>
<tr><td>Critical path arrival</td><td>roughly 1.7 ns</td></tr>
<tr><td>Crit-path slowest cell</td><td>sky130_fd_sc_hd__buf_4</td></tr>
<tr><td>Cell-by-cell trace of the critical path</td><td>clkdlybuf4s50_1 &gt; nand2b_1 &gt; nor4_4 &gt; buf_4</td></tr>
<tr><td>Biggest fanout along the worst timing path</td><td>32</td></tr>
<tr><td>Delay contributed by the slowest stage of the critical path</td><td>0.39 ns</td></tr>
<tr><td>Critical path's top delay family</td><td>buffers and inverters</td></tr>
<tr><td>Bufs and invs on worst path</td><td>2</td></tr>
<tr><th colspan="2">Timing</th></tr>
<tr><td>Setup TNS Final</td><td>0 ns</td></tr>
<tr><td>Max_slew headroom</td><td>0.7522</td></tr>
<tr><td>Minimum clock period after layout</td><td>roughly 1.8 ns</td></tr>
<tr><td>Hold violation count in the final report</td><td>0</td></tr>
<tr><td>Number of slew-limit violations in the final report</td><td>0</td></tr>
<tr><td>Worst slew pin tran</td><td>between 0.3 and 0.4 ns</td></tr>
<tr><td>Setup-violating endpoint count in the final report</td><td>0</td></tr>
<tr><td>Share of the clock period used by the worst path after layout</td><td>0.6065</td></tr>
<tr><td>Max Fclk</td><td>around 570 MHz</td></tr>
<tr><td>Final Hold Slack</td><td>between 0.8 and 0.9 ns</td></tr>
<tr><td>RSZ-0062 raised after global routing</td><td>no</td></tr>
<tr><td>Final setup margin</td><td>1.141 ns</td></tr>
<tr><th colspan="2">Power</th></tr>
<tr><td>Seq pwr share</td><td>0.586</td></tr>
<tr><td>Static power due to leakage</td><td>a little over 0.6 nW</td></tr>
<tr><td>IR Drop Worst-Case VDD</td><td>around 0.13 mV</td></tr>
<tr><td>Relative contribution of the clock network to total power</td><td>0.336</td></tr>
<tr><td>Switch share</td><td>0.1661</td></tr>
<tr><td>Pwr per Cell Area</td><td>between 400 and 500 nW/µm²</td></tr>
<tr><td>Design internal power</td><td>0.0007417 W</td></tr>
<tr><td>Gate power share</td><td>0.079</td></tr>
<tr><td>NetSw</td><td>between 0.0001 and 0.00015 W</td></tr>
<tr><th colspan="2">Clock network</th></tr>
<tr><td>PostCTS Resize Cnt</td><td>0</td></tr>
<tr><td>Clk sinks</td><td>32</td></tr>
<tr><td>TritonCTS buffer count</td><td>5</td></tr>
<tr><td>TritonCTS clock tree</td><td>yes</td></tr>
<tr><td>CTS Hold Buffers Added</td><td>0</td></tr>
<tr><td>Cell at the root of the clock tree</td><td>sky130_fd_sc_hd__clkbuf_8</td></tr>
<tr><td>Total number of H-tree levels</td><td>2</td></tr>
<tr><td>Post-CTS setup buffer count</td><td>0</td></tr>
<tr><td>Clock slew seen by the registers of the worst setup and hold paths</td><td>about 0.06 ns</td></tr>
<tr><td>Maximum buffer depth of the clock tree</td><td>2</td></tr>
<tr><th colspan="2">Synthesis</th></tr>
<tr><td>Count of different cell masters after synthesis</td><td>3</td></tr>
<tr><td>Dominant cells by area after synthesis</td><td>sky130_fd_sc_hd__edfxtp_1 98%, sky130_fd_sc_hd__nor4_2 1.3%, sky130_fd_sc_hd__nand2b_1 0.64%</td></tr>
<tr><td>Complex-gate fraction of the synthesized area</td><td>0</td></tr>
<tr><td>Warning count from the yosys run</td><td>1</td></tr>
<tr><td>Synth area leader</td><td>sky130_fd_sc_hd__edfxtp_1</td></tr>
<tr><td>Total cells reported by yosys after synthesis</td><td>34</td></tr>
<tr><td>Ys flops</td><td>32</td></tr>
<tr><td>Average cell area after synthesis</td><td>28.81 µm²</td></tr>
<tr><td>Part of the Yosys area used for sequential elements</td><td>0.9808</td></tr>
<tr><td>Area fraction in and, or, nand and nor cells after synthesis</td><td>0.01916</td></tr>
<tr><td>XOR/XNOR share of the synthesized area</td><td>0</td></tr>
<tr><td>Synthesized-area fraction occupied by adder cells</td><td>0</td></tr>
<tr><td>Summed instance area of the synthesized netlist</td><td>between 900 and 1000 µm²</td></tr>
<tr><td>Share of the synthesized area in the top cell type</td><td>0.9808</td></tr>
<tr><td>Synthesized netlist cell count</td><td>34</td></tr>
<tr><td>Yosys Chip Area</td><td>between 900 and 1000 µm²</td></tr>
<tr><td>Share of synthesized area spent on multiplexers</td><td>0</td></tr>
<tr><td>Largest combinational cell category by area</td><td>simple AND/OR/NAND/NOR gates</td></tr>
<tr><th colspan="2">Detailed routing</th></tr>
<tr><td>Post-Route WL</td><td>2991 µm</td></tr>
<tr><td>Starting DRT DRC Count</td><td>4</td></tr>
<tr><td>Antenna-violating nets left</td><td>0</td></tr>
<tr><td>Detailed Routing Iterations Pass 1</td><td>4</td></tr>
<tr><td>Vias per cell</td><td>between 2 and 3</td></tr>
<tr><td>Metal1 wirelength</td><td>between 900 and 1000 µm</td></tr>
<tr><td>Count of unresolved DRC violations after routing</td><td>0</td></tr>
<tr><td>Via count</td><td>around 620</td></tr>
<tr><td>Antenna cells</td><td>0</td></tr>
<tr><td>Met3 wire length</td><td>roughly 430 µm</td></tr>
<tr><td>Uppermost routed layer</td><td>met4</td></tr>
<tr><td>Per-cell routed wire length</td><td>around 14 µm</td></tr>
<tr><td>Metal2 WL</td><td>about 1600 µm</td></tr>
<tr><th colspan="2">Final layout</th></tr>
<tr><td>Non-filler cells, final</td><td>approximately 210</td></tr>
<tr><td>Max reg flops</td><td>32</td></tr>
<tr><td>Register with the most flip-flops</td><td>FrameData_O</td></tr>
<tr><td>Fraction of final layout cells sized beyond drive strength 1</td><td>0.06250</td></tr>
<tr><td>Finished layout cell area</td><td>around 1900 µm²</td></tr>
<tr><td>Layout area overhead</td><td>92.59%</td></tr>
<tr><td>Biggest registers after layout</td><td>FrameData_O x32</td></tr>
<tr><th colspan="2">Placed design</th></tr>
<tr><td>Inst Count DP</td><td>200</td></tr>
<tr><td>Setup Slack @ Placement</td><td>~0.8 ns</td></tr>
<tr><td>Port Buffers</td><td>about 69</td></tr>
<tr><td>Cell area after placement</td><td>roughly 1800 µm²</td></tr>
<tr><td>Final RePlAce weighted congestion</td><td>~0.72</td></tr>
<tr><th colspan="2">Flow run</th></tr>
<tr><td>Max-Cap Viols</td><td>0</td></tr>
<tr><td>Log Warnings</td><td>25</td></tr>
<tr><th colspan="2">GRT</th></tr>
<tr><td>Vias in the first global route</td><td>a little over 700</td></tr>
<tr><td>Sum of overflow across all layers after global routing</td><td>0</td></tr>
<tr><td>Largest net degree at the start of global routing</td><td>33</td></tr>
<tr><td>Antenna violations before repair</td><td>0</td></tr>
<tr><td>Global routing usage summed across all routing layers</td><td>0.05345</td></tr>
<tr><td>First-pass GRT wire length</td><td>around 4200 µm</td></tr>
<tr><th colspan="2">Min path</th></tr>
<tr><td>WHS Endpoint</td><td>FrameData_O[14]</td></tr>
<tr><td>Worst Hold Class</td><td>in -&gt; reg</td></tr>
<tr><td>Cell depth of the worst hold path</td><td>1</td></tr>
<tr><td>Startpoint of the lowest-slack hold path</td><td>FrameData_I[14]</td></tr>
<tr><th colspan="2">Status</th></tr>
<tr><td>Run status</td><td>finished clean</td></tr>
</table>
-- worst max path at each step --
| stage | cells after the start | to | from |
|---|---|---|---|
| after CTS | 4 | FrameData_O[18] | RowSelect[4] |
| final | 4 | FrameData_O[0] | RowSelect[4] |
| after global routing | 4 | FrameData_O[29] | RowSelect[4] |
-- stage by stage --
stage	utilization	total power, W
4_1_cts	0.2762	0.0009023
5_1_grt	0.2762	0.0009343
2_1_floorplan	-	0.0005318
6_report	0.2762	0.0008894
3_5_place_dp	0.2645	0.0006027
3_3_place_gp	0.2645	0.0006017
-- power by group through the flow --
stage	clock network (W)	logic [W]	registers [W]
6_report	0.000298	0.0000700	0.000521
5_1_grt	0.000338	0.0000750	0.000521
4_1_cts	0.000309	0.0000720	0.000521
-- per-layer routing --
layer,GRT usage,vias up
met5,0,-
li1,-,289
met4,0.005964,0
met2,0.1000,41
met1,0.04364,287
met3,0.04073,3
-- cell type report --
cell class | instances | area [µm²]
Fill cell | 701 | 4945
Sequential cell | 32 | 960.9
Timing Repair Buffer | 70 | 698.2
Tap cell | 96 | 120.1
Clock buffer | 7 | 76.32
Multi-Input combinational cell | 2 | 27.53
Clock inverter | 1 | 3.754
-- cell families (layout without fill, tap and decap cells) --
| group | after synthesis | in the layout |
|---|---|---|
| buffers and inverters | 0 | 78 |
| flip-flops | 32 | 32 |
| AND/OR/NAND/NOR | 2 | 2 |
-- layout by cell type (no fill, tap or decap) --
master / instances
sky130_fd_sc_hd__buf_4: 1
sky130_fd_sc_hd__clkbuf_1: 2
sky130_fd_sc_hd__clkbuf_8: 5
sky130_fd_sc_hd__clkdlybuf4s50_1: 69
sky130_fd_sc_hd__clkinv_1: 1
sky130_fd_sc_hd__edfxtp_1: 32
sky130_fd_sc_hd__nand2b_1: 1
sky130_fd_sc_hd__nor4_4: 1
-- synth_stat cells (all sizes together) --
library cell and number:
edfxtp 32, nand2b 1, nor4 1
Power is estimated from default activity; no workload was simulated.
