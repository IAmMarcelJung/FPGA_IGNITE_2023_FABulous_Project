==> flow/design.v <==
(* FABulous, BelMap,
AD_reg=0,
BD_reg=1
*)
module RegFile_32x4 (D0, D1, D2, D3, W_ADR0, W_ADR1, W_ADR2, W_ADR3, W_ADR4, W_en, AD0, AD1, AD2, AD3, A_ADR0, A_ADR1, A_ADR2, A_ADR3, A_ADR4, BD0, BD1, BD2, BD3, B_ADR0, B_ADR1, B_ADR2, B_ADR3, B_ADR4, UserCLK, ConfigBits);
	parameter NoConfigBits = 2; 
	input D0;  
	input D1;
	input D2;
	input D3;
	input W_ADR0;
	input W_ADR1;
	input W_ADR2;
	input W_ADR3;
	input W_ADR4;
	input W_en;
	output AD0; 
	output AD1;
	output AD2;
	output AD3;
	input A_ADR0;
	input A_ADR1;
	input A_ADR2;
	input A_ADR3;
	input A_ADR4;
	output BD0; 
	output BD1;
	output BD2;
	output BD3;
	input B_ADR0;
	input B_ADR1;
	input B_ADR2;
	input B_ADR3;
	input B_ADR4;
	(* FABulous, EXTERNAL, SHARED_PORT *) input UserCLK; 
	(* FABulous, GLOBAL *) input [NoConfigBits-1:0] ConfigBits;
	reg [3:0] mem [31:0];
	wire [4:0] W_ADR; 
	wire [4:0] A_ADR; 
	wire [4:0] B_ADR; 
	wire [3:0] D;		 
	wire [3:0] AD;		 
	wire [3:0] BD;		 
	reg [3:0] AD_reg;		 
	reg [3:0] BD_reg;		 
	integer i;
	assign W_ADR = {W_ADR4,W_ADR3,W_ADR2,W_ADR1,W_ADR0};
	assign A_ADR = {A_ADR4,A_ADR3,A_ADR2,A_ADR1,A_ADR0};
	assign B_ADR = {B_ADR4,B_ADR3,B_ADR2,B_ADR1,B_ADR0};
	assign D = {D3,D2,D1,D0};
	initial begin
		for (i=0; i<32; i=i+1) begin
			mem[i] = 4'b0000;
		end
	end
	always @ (posedge UserCLK) begin : P_write
		if (W_en == 1'b1) begin
			mem[W_ADR] <= D ;
		end
	end
	assign AD = mem[A_ADR];
	assign BD = mem[B_ADR];
    always @ (posedge UserCLK) begin
        AD_reg <= AD;
		BD_reg <= BD;
    end
	assign AD0 = ConfigBits[0] ? AD_reg[0] : AD[0];
	assign AD1 = ConfigBits[0] ? AD_reg[1] : AD[1];
	assign AD2 = ConfigBits[0] ? AD_reg[2] : AD[2];
	assign AD3 = ConfigBits[0] ? AD_reg[3] : AD[3];
	assign BD0 = ConfigBits[1] ? BD_reg[0] : BD[0];
	assign BD1 = ConfigBits[1] ? BD_reg[1] : BD[1];
	assign BD2 = ConfigBits[1] ? BD_reg[2] : BD[2];
	assign BD3 = ConfigBits[1] ? BD_reg[3] : BD[3];
endmodule
==> flow/run.sh <==
#!/bin/bash
# OpenROAD 26Q1-2900-gdf79404cd8, Yosys 0.63+post, stock flow scripts
make -C /OpenROAD-flow-scripts/flow DESIGN_CONFIG=/design/flow/config.mk WORK_HOME=/design/flow/orfs finish
==> flow/config.mk <==
export PLATFORM = sky130hd
export DESIGN_NAME = RegFile_32x4
export DESIGN_NICKNAME = RegFile_32x4
export VERILOG_FILES = /design/flow/design.v
export SDC_FILE = /design/flow/constraint.sdc
export NUM_CORES = 4
export LEC_CHECK = 1
export CORE_UTILIZATION = 50
==> flow/constraint.sdc <==
current_design RegFile_32x4

set clk_period 3.0
set clk_io_pct 0.2

create_clock -name clk0 -period $clk_period [get_ports {UserCLK}]

set non_clock_inputs [all_inputs -no_clocks]
set_input_delay [expr $clk_period * $clk_io_pct] -clock clk0 $non_clock_inputs
set_output_delay [expr $clk_period * $clk_io_pct] -clock clk0 [all_outputs]
==> reports/results.ini <==
[die]
fp_util_pct=52.28
fp.dieW_microns=117.8
die_area_sq_mm=0.01388
die_y_microns=117.8
rows=41
num_io_pins=31
core-area_sq_mm=0.01282

[setup_path]
worstPathMaxFanout=10
worstReg2RegStart=mem[1][3]$_DFFE_PP_
rr_worst_depth=4
worstPathRequired_ns=2.40
critPathKind=input port to primary output
cp-start-kind=input port
crit_start=B_ADR1
cp.arrival_ns=2.48
endpoint_kind=primary output

[outcome]
status=finished with violations
violations=setup timing

[grt]
grtUsageTotal_pct=29.21
grt_max_degree=33
first_global_vias=4585
antenna_found_initial=0
grt_pass1_wl_microns=27300
grt_overflow=0

[logic_synthesis]
ys_seq_share_pct=59.71
synthTopLogicFamily=multiplexers
yosys.area_share.adder_pct=0
synth_cell_type_count=22
ys_cells=466
ys_sh_aoi_pct=9.554
yosysChipArea_sq_mm=0.006705
ys_ff=136
xor_share_pct=0
yosysWarnings=1
syn_area_sq_mm=0.006705
synthCells=466
syn_area_per_cell_sq_um=14.39
ys_sh_mux_pct=20.45
simple_gate_area_share_pct=6.009

[power_and_ir_drop]
peakVddDrop_uv=537.0
power.leakage_nw=3.150
total_power_mw=4.827
cellPowerDensity_mw_per_mm2=553.1

[clocking]
holdBufCountCts=0
cts_buffer_depth=2
cts_sinks=136
worstSkewPairLatency_ns=0.42
cts_made_buffers=17
tritoncts=yes
cts-htree-levels=4
ctsRootBufferMaster=clkbuf_16
clk_pin_slew_ns=0.06

[route]
drcViolationCount=0
routed-via-count=4461
drtIter0Drc=301
wl_per_cell_microns=24.89
n_antenna_cell=0
dr.pass1.iters=5
vias_per_cell=6.119
ant_nets=0
totalWireLength_microns=18140

[finish]
lay_top_count=edfxtp_1
post_route_cells_drive_above_1_share_pct=35.55
largest_reg_flops=128
fillCellCount=864
area_delta_synth_final_pct=30.15
seqCellArea_sq_mm=0.004004
final_cell_mix=edfxtp_1, mux2i_1, a22oi_2
logic_area_sq_mm=0.002887

[place]
port_buffers=30
place_hpwl_microns=11670
gp_congestion=0.9476

[worst_hold_path]
whs_path_depth=4
hp-class=input port to flop
hold_start=A_ADR3

[final_timing]
setup_viol=4
hold_viol_final=0
layout_setup_ws_ns=-0.08064
finalSetupTns_ns=-0.1326
finalCritPeriodShare_pct=102.7
worstMarginPinSlew_ns=0.5505
skew_ns=0.01161
fmax_mhz=324.6
rsz0062_at_grt=true
finalCriticalPeriod_ns=3.081
slew_headroom_pct=63.19
slew_viol_final=0

[flow_run]
max_cap_violations=0
warning_count=27

==> cells in the mapped netlist <==
| cell | count | area (sq um) |
|---|---|---|
| edfxtp_1 | 128 | 3844 |
| mux2i_1 | 128 | 1281 |
| a22oi_1 | 64 | 480.5 |
| nor2_1 | 35 | 131.4 |
| a21oi_1 | 32 | 160.2 |
| buf_2 | 12 | 60.06 |
| buf_6 | 10 | 112.6 |
| dfxtp_1 | 8 | 160.2 |
| mux2_2 | 8 | 90.09 |
| nor4_2 | 8 | 100.1 |
| nand3b_1 | 5 | 37.54 |
| buf_12 | 4 | 80.08 |
| nand2b_1 | 4 | 25.02 |
| nor2b_1 | 4 | 25.02 |
| nand2_1 | 3 | 11.26 |
| or3b_2 | 3 | 26.28 |
| and2_4 | 2 | 17.52 |
| buf_8 | 2 | 30.03 |
| nand3_1 | 2 | 10.01 |
| or2_2 | 2 | 12.51 |
| clkbuf_1 | 1 | 3.750 |
| or3_1 | 1 | 6.260 |
==> stage by stage <==
stage / utilization (%) / cell area [sq um] / hold slack (ns) / cells / setup WS (ns)
2_1_floorplan: - / 6705 / 0.6989 / 466 / 0.7135
5_1_grt: 68.05 / 8727 / 0.8746 / 729 / -0.1340
3_5_place_dp: 57.13 / 7327 / 0.8783 / 672 / -0.4705
4_1_cts: 66.61 / 8543 / 0.8690 / 723 / -0.03850
3_3_place_gp: 57.13 / 7327 / 0.8657 / 672 / -0.4696
6_report: 68.05 / 8727 / 0.8582 / 729 / -0.08064
==> timing repair <==
item	in CTS	in global routing
gates resized	126	26
gates cloned	5	2
pin swaps	33	10
endpoints found under the setup margin	8	7
setup buffers	15	4
==> critical path: stages <==
cell,delay (ns)
buf_12,0.14
buf_12,0.15
buf_4,0.14
mux2i_1,0.12
a22oi_2,0.17
a21oi_2,0.09
nor4_2,0.31
buf_4,0.18
mux2_2,0.14
clkdlybuf4s50_1,0.45
==> worst paths after layout <==
path                                           to  slack, ns
worst max-delay path                          BD0      -0.08
worst min-delay path            AD_reg[2]$_DFF_P_       0.86
worst max register to register  AD_reg[3]$_DFF_P_       1.60
worst min register to register  AD_reg[2]$_DFF_P_       0.89
==> metal layers <==
layer  track usage, %  vias up  part of all wire (%)
met5                0        -                     0
met4            5.849        0                   3.0
met3            13.74       32                    11
met2            41.29      234                    45
met1            45.14     2183                    41
li1                 -     2012                     -
==> cell families after synthesis <==
kind of cell           count (synthesis)
buffers and inverters                 29
muxes                                136
and+or+nand+nor                       69
AOI/OAI and AO/OA                     96
DFF                                  136
==> where the power goes <==
part / leakage (nW) / internal (mW) / total, mW / switching [mW]
clock: 0.287 / 1.31 / 2.11 / 0.799
combinational: 1.64 / 0.295 / 0.591 / 0.296
sequential: 1.22 / 2.11 / 2.12 / 0.0136
total: 3.15 / 3.72 / 4.83 / 1.11
==> area by class of cell <==
type	instances	share of cell area [%]
clock buffer	18	4.918
clock inverter	14	2.007
multi-input combinational	302	33.08
sequential	136	45.88
tap	172	2.466
timing repair buffer	87	11.66
No activity file was given, so power comes from the tool's default toggle rates.
